### config.mk
export PLATFORM = sky130hd
export DESIGN_NAME = reg64
export DESIGN_NICKNAME = reg64
export VERILOG_FILES = /design/flow/design.v
export SDC_FILE = /design/flow/constraint.sdc
export NUM_CORES = 4
export LEC_CHECK = 1
export CORE_UTILIZATION = 50
### constraint.sdc
current_design reg64

set clk_period 1.1
set clk_io_pct 0.2

create_clock -name clk0 -period $clk_period [get_ports {clk}]

set non_clock_inputs [all_inputs -no_clocks]
set_input_delay [expr $clk_period * $clk_io_pct] -clock clk0 $non_clock_inputs
set_output_delay [expr $clk_period * $clk_io_pct] -clock clk0 [all_outputs]
### design.v
module reg64 (clr, clk, enable, D, Qhi, Qlo);
    input clr, clk, enable;
    input wire [63:0]D;          
    output reg [31:0]Qhi, Qlo;   
    always @(posedge clk) 
	 begin
        if (clr) begin                
            Qhi <= 0;
            Qlo <= 0;
        end else if (enable) begin
            Qhi <= D[63:32];     
            Qlo <= D[31:0];      
		  end
    end
endmodule
### run.sh
#!/bin/bash
# OpenROAD 26Q1-2900-gdf79404cd8, Yosys 0.63+post, stock flow scripts
make -C /OpenROAD-flow-scripts/flow DESIGN_CONFIG=/design/flow/config.mk WORK_HOME=/design/flow/orfs finish
==> results_dict.tcl <==
# metrics dict for downstream scripts
set metrics [dict create \
    status "complete, no violations" \
    io_buffers 130 \
    setup_ws_ns 0.0393 \
    area_growth_pct 68.1 \
    grt_pass1_vias 1901 \
    regToRegSetupSlack_ns 0.24 \
    hold_ws_ns 0.363 \
    post-route-period-util_pct 96.4 \
    htree_levels 3 \
    avgSynthCellArea_sq_um 11.1 \
    finalHoldViolations 0 \
    grt-ovfl-total 0 \
    track_usage_pct 24.7 \
    power_density_nw_per_um2 1320 \
    postRouteAntennaNets 0 \
    ys_sh_simple_pct 10.5 \
    ys_ff 64 \
    largest_area_cell "dfxtp_1" \
    gp_congestion 0.775 \
    num_vias 1888 \
    yosysTopAreaCellShare_pct 55.9 \
    die_width_um 69.7 \
    worstPathRequired_ns 0.88 \
    n_fill_cell 212 \
    worstSetupPathType "reg2out" \
    use_met3_pct 7.82 \
    cp.depth 1 \
    cts_sinks 64 \
    rr_worst_depth 3 \
    ys_area_sq_um 2290 \
    slowest_stage "dfxtp_2" \
    insertedDiodeCount 0 \
    mux_area_share_pct 28.0 \
    combGateArea_sq_um 881 \
    rsz0062_at_grt "false" \
    worstHoldStart "clr" \
    pre_cts_ws_ns 0.0757 \
    synth_cell_types 7 \
    drcViolationCount 0 \
    cts_tree "built" \
    critPathBufInv 1 \
    synth_area_sq_um 2290 \
    initCoreUtil_pct 52.3 \
    wire_per_inst_um 14.5 \
    std_cell_rows 24 \
    max_stage_delay_ns 0.33 \
    cp_cell_sequence "clkdlybuf4s15_1" \
    top_cells_by_area "dfxtp_1 56%, mux2i_1 28%, nor2_1 10%, buf_8 3.9%, buf_1 0.98%" \
    totalNegativeSetupSlack_ns 0 \
    synthXorXnorAreaFrac_pct 0 \
    ir_drop_mv 0.852 \
    rr_endpoint "Qlo[27]" \
    arrival_ns 0.84 \
    io_pins 131 \
    startpoint "Qlo[4]" \
    use_met1_pct 37.9 \
    holdPathEnd "Qhi[0]" \
    fmaxAchievable_ghz 0.943 \
    fin_total_pwr_mw 5.08 \
    grt_pass1_wl_mm 9.25 \
    rr_startpoint "Qlo[27]" \
    totalWireLength_mm 5.71 \
    ys_warn_count 1 \
    clk_pin_slew_ns 0.06 \
    cp_max_fo 2 \
    drv_cap 0 \
    antenna_found_initial 0 \
    core_area_sq_um 4380 \
    post_synth_inst_count 206 \
    ys_cells 206 \
    cts_buffer_depth 2 \
    hold_buffers 0 \
    finalSetupViolCount 0 \
    seq_area_sq_um 1360 \
    place_hpwl_mm 3.63 \
    leakage_nw 1.74 \
    die_h_um 69.7 \
    drive_above_1_share_pct 26.2 \
    fin_area_sq_um 3850 \
    cts_buffers 9 \
    final_max_slew_viol_count 0 \
    tightest_slew_ns 0.245 \
    startpoint_type "flip-flop" \
    critPathCaptureType "output pin" \
    placed_area_sq_um 3610 \
    ys_seq_share_pct 55.9 \
    synth.logic.top_family "multiplexers" \
    use_met2_pct 37.0 \
    drtIter0Drc 77 \
    hold_path.class "in2reg" \
    hold_depth 3 \
    clock-root-buffer "clkbuf_8" \
    relSlewSlack_pct 83.2 \
    cpLargestDelayFamily "flip-flops" \
    vias_per_cell 4.78 \
    ys_sh_adder_pct 0 \
    die_area_sq_um 4860 \
    period_minus_slack_ns 1.06 \
    grt_max_degree 65 \
    drtPass1Iterations 4 \
    warnings 26 \
    clk_latency_ns 0.32 \
    aoi_share_pct 0 \
    grt_busiest_layer "met1" \
    clock_skew_ns 0 \
]
## layout by cell type (no fill, tap or decap)
cell type | Yosys | layout
dfxtp_2 | 0 | 64
mux2i_1 | 64 | 64
nor2_1 | 64 | 64
clkdlybuf4s50_1 | 0 | 64
clkdlybuf4s15_1 | 0 | 59
clkbuf_8 | 0 | 12
buf_4 | 0 | 4
buf_12 | 0 | 4
buf_2 | 0 | 3
clkbuf_2 | 1 | 3
clkbuf_1 | 0 | 2
## report_power, final
group	switching (mW)	total, mW	internal (mW)
logic	0.238	0.757	0.519
registers	0.0690	2.55	2.48
clock network	0.792	1.77	0.980
total	1.10	5.08	3.98
## per-layer routing
metal	part of all wire, %	vias to the layer above
met1	45	859
met5	0	-
met2	44	81
met4	1.2	0
li1	-	941
met3	9.7	7
## stage by stage
| step | instances | util (%) |
|---|---|---|
| floorplan | 206 | - |
| global placement | 379 | 82.3 |
| detailed placement | 379 | 82.3 |
| CTS | 395 | 87.9 |
| global route | 395 | 87.8 |
| finish | 395 | 87.8 |
## registers in the layout (all words and copies together), names as in the netlist
register	cells
Qhi	32
Qlo	32
## cells in the mapped netlist
| master | n |
|---|---|
| clkbuf_2 | 1 |
| nor2_1 | 64 |
| dfxtp_1 | 64 |
| buf_1 | 6 |
| buf_6 | 1 |
| buf_8 | 6 |
| mux2i_1 | 64 |
## repair_timing
| item | CTS | global route |
|---|---|---|
| resized | 187 | 12 |
| setup endpoints to repair | 64 | 12 |
| pin swaps | 0 | 0 |
| setup buffers | 2 | 0 |
| cloned | 0 | 0 |
## cells by family (layout without fill, tap and decap cells)
group                  after synthesis  after routing
DFF                                 64             64
muxes                               64             64
buffers and inverters               14            151
and+or+nand+nor                     64             64
## how the worst max path moves through the flow
stage / to / slack, ns
finish: Qlo[4] / 0.04
CTS: Qlo[18] / 0.001
global route: Qhi[18] / 0.01
## area by class of cell
class,instances,share of cell area [%]
clock buffer,14,4.48
multi-input combinational,128,22.9
sequential,64,35.3
tap,52,1.69
timing repair buffer,137,35.6

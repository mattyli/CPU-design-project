<file path="design/flow/design.v">
module shla32(a, num_shift, result);
    input wire signed [31:0] a;
    input wire[4:0] num_shift;
    output reg signed[31:0] result;
	 always @(*) begin
			result = a <<< num_shift;
	 end
endmodule
</file>
<file path="design/flow/run.sh">
#!/bin/bash
# OpenROAD 26Q1-2900-gdf79404cd8, Yosys 0.63+post, stock flow scripts
make -C /OpenROAD-flow-scripts/flow DESIGN_CONFIG=/design/flow/config.mk WORK_HOME=/design/flow/orfs finish
</file>
<file path="design/flow/config.mk">
export PLATFORM = sky130hd
export DESIGN_NAME = shla32
export DESIGN_NICKNAME = shla32
export VERILOG_FILES = /design/flow/design.v
export SDC_FILE = /design/flow/constraint.sdc
export NUM_CORES = 4
export LEC_CHECK = 1
export CORE_UTILIZATION = 30
</file>
<file path="design/flow/constraint.sdc">
current_design shla32

set clk_period 2.8
set clk_io_pct 0.2

create_clock -name clk0 -period $clk_period

set non_clock_inputs [all_inputs -no_clocks]
set_input_delay [expr $clk_period * $clk_io_pct] -clock clk0 $non_clock_inputs
set_output_delay [expr $clk_period * $clk_io_pct] -clock clk0 [all_outputs]
</file>
==> GITHUB_STEP_SUMMARY <==
## Synthesis and layout report

| Metric | Value |
|---|---|
| Crit path max fanout | `11` |
| Diode count | `0` |
| RePlAce Congestion | `around 0.94` |
| CP endpoint kind | `primary output` |
| Most common cell in the netlist | `nor2_1` |
| Fin area | `3320 sq um` |
| Yosys warning count | `1` |
| Initial antenna violation count | `0` |
| Slew @ Worst Pin | `0.358 ns` |
| Vias per cell | `between 5 and 6` |
| Endpoint of the worst hold path | `result[12]` |
| Final slew viol count | `0` |
| Achievable frequency | `around 0.36 GHz` |
| GRT overflow | `0` |
| Fill count | `between 400 and 500` |
| 1st-iter DRT viols | `about 130` |
| Status | `complete, no violations` |
| Final Hold Viols | `0` |
| Top cell area share | `a little under a quarter` |
| Die ar. | `roughly 6100 sq um` |
| Number of routed nets with antenna violations | `0` |
| Routed WL | `6640 um` |
| Cells on Worst Hold Path | `4` |
| Hold Path Class | `in2out` |
| GR Util All Layers | `22.2%` |
| Pin count of the biggest net entering global routing | `15` |
| Post-synthesis instance total | `between 150 and 200` |
| Fraction of layout cells with a size suffix above 1 | `60.5%` |
| # DRC | `0` |
| CLK BUF | `0` |
| Drt first pass iters | `5` |
| Comb area | `1740 sq um` |
| CP arrival | `around 2.2 ns` |
| Pre-CTS WS | `-0.634 ns` |
| Total number of vias | `between 2,000 and 2,500` |
| Crit path DRT | `2.24 ns` |
| Leak | `between 1 and 1.5 nW` |
| Ys cells | `around 180` |
| Fp util | `31.3%` |
| Critical path class | `in2out` |
| Fin util | `60.3%` |
| Non-filler cells, final | `386` |
| Wire per inst | `17.2 um` |
| Chip width | `77.8 um` |
| Tot Pwr | `628 uW` |
| Post-DP Area | `2840 sq um` |
| Placed instance count | `361` |
| Synth area leader | `mux4_2` |
| First-pass GRT wire length | `10,300 um` |
| Die Ht | `between 70 and 80 um` |
| Final period utilization | `98.6%` |
| Tmin final | `2.76 ns` |
| I/O Buffers | `69` |
| # IOs | `69` |
| Maximum VDD drop | `0.0887 mV` |
| Sequential area share after synthesis | `0%` |
| Hold buffers post-CTS | `0` |
| Mapped Area | `between 1500 and 2000 sq um` |
| Max Cap Violations | `0` |
| Count of tool warnings | `33` |
| Vias in the first global route | `2,037` |
| Synth cell types | `38` |
| Num rows | `27` |
| Total core area | `between 5000 and 6000 sq um` |
| Min-delay src | `num_shift[4]` |
| Final setup vio count | `0` |
| Power per Cell Area | `189 nW/um^2` |
| Syn Area/Cell | `9.80 sq um` |
| Hold WS | `about 1.8 ns` |
| HPWL Detailed | `slightly below 5000 um` |
| Setup tns final | `0 ns` |
| Startpoint type of the worst setup path | `input pin` |
| Yosys synthesis chip area | `1720 sq um` |
| Max-slew headroom | `76.1%` |
| Setup slack after layout | `0.0388 ns` |
| Seq. cell area | `0 sq um` |
| Area Growth Syn to Fin | `92.5%` |
| Post-synth top cells | `nor2_1, mux4_2, mux2_2, nand2_1, a22oi_1` |
| Cell area leaders | `mux4_2, mux4_1, mux2_2` |
| Num sequential | `0` |
[metal layers]
layer	GRT usage [%]	share of wire, %	vias up
li1	-	-	1006
met1	33.9	45	1052
met2	36.0	46	95
met3	3.11	7.6	2
met4	0.943	0.45	0
met5	0	0	-
[logic make-up after synthesis]
logic type / after synthesis / synth area share (%)
muxes: 56 / 56.5
and+or+nand+nor: 51 / 13.2
AOI/OAI and AO/OA: 46 / 19.6
buffers and inverters: 23 / 10.7
[critical path, stage by stage]
cell and delay, ns:
buf_6 0.12, buf_16 0.15, buf_6 0.12, nand3b_1 0.22, a2bb2oi_4 0.22, mux2i_4 0.20
and2_4 0.17, clkdlybuf4s50_1 0.44
[layout make-up]
cell class	instances	share of cell area [%]
multi-input combinational	153	52.3
timing repair buffer	157	44.5
tap	72	2.71
inverter	4	0.490
[repair_timing]
action                     4_1_cts  5_1_grt
resized                        164       44
pin swaps                       22       14
cloned                           4        0
setup buffers                   20        7
setup endpoints to repair       31       17
[cells in the final DEF, fill, tap and decap left out, drive strengths merged]
cell type,synthesis,layout
o21ai,6,6
a32o,2,2
buf,10,101
dlymetal6s2s,0,2
o221ai,1,1
a211o,1,1
a221oi,3,3
a22o,2,2
dlygate4sd2,0,25
clkinv,1,1
mux4,28,28
clkdlybuf4s15,0,10
and2,3,3
and3,1,1
or2,1,1
mux2i,10,10
clkbuf,9,5
mux2,18,18
o211ai,5,5
o22ai,3,3
a32oi,1,1
nand2,15,15
nand3b,1,1
nor2b,3,3
a2bb2oi,1,1
nor2,21,21
a22oi,11,11
a221o,2,2
nor3,4,4
clkdlybuf4s50,0,14
a211oi,4,4
a21oi,4,4
nor3b,2,2
inv,3,3
[power by group]
part           internal, mW  switching (mW)  total [mW]
Clock                     0               0           0
Combinational         0.380           0.248       0.628
Sequential                0               0           0
Total                 0.380           0.248       0.628
[worst max path at each step]
stage | startpoint | endpoint | cells past startpoint
CTS | a[5] | result[12] | 7
global route | num_shift[0] | result[9] | 9
finish | num_shift[1] | result[10] | 8
Power figures rest on the tool's default switching activity, not on a simulated workload.

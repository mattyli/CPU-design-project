==> flow/design.v <==
module register #(parameter DATA_WIDTH_IN = 8, DATA_WIDTH_OUT = 8, INIT = 8'h0)(
    input clear, clock, enable,
    input [DATA_WIDTH_IN-1:0] BusMuxOut,
    output wire [DATA_WIDTH_OUT-1:0] BusMuxIn
);
reg [DATA_WIDTH_IN-1:0] q;
initial q = INIT;
always @ (posedge clock)
begin
    if (clear) begin
        q <= {DATA_WIDTH_IN{1'b0}};
    end
    else if (enable) begin
        q <= BusMuxOut;
    end
end
assign BusMuxIn = q[DATA_WIDTH_OUT-1:0];
endmodule
==> flow/run.sh <==
#!/bin/bash
# OpenROAD 26Q1-2900-gdf79404cd8, Yosys 0.63+post, stock flow scripts
make -C /OpenROAD-flow-scripts/flow DESIGN_CONFIG=/design/flow/config.mk WORK_HOME=/design/flow/orfs finish
==> flow/config.mk <==
export PLATFORM = sky130hd
export DESIGN_NAME = register
export DESIGN_NICKNAME = register
export VERILOG_FILES = /design/flow/design.v
export SDC_FILE = /design/flow/constraint.sdc
export NUM_CORES = 4
export LEC_CHECK = 1
export CORE_AREA = 10 10 70 70
export DIE_AREA = 0 0 80 80
==> flow/constraint.sdc <==
current_design register

set clk_period 1.0
set clk_io_pct 0.2

create_clock -name clk0 -period $clk_period [get_ports {clock}]

set non_clock_inputs [all_inputs -no_clocks]
set_input_delay [expr $clk_period * $clk_io_pct] -clock clk0 $non_clock_inputs
set_output_delay [expr $clk_period * $clk_io_pct] -clock clk0 [all_outputs]
==> flow_metrics.py <==
# Synthesis and PnR figures
metrics = {
    "pwr": {
        "peakVddDrop_mv": 0.2342,
        "sw_frac_of_total": 0.1920,
        "power.share.combinational": 0.170,
        "power_density_nw_per_um2": 1215,
        "leakagePower_nw": 0.2417,
        "power_switching_mw": 0.1339,
        "clockPowerShare": 0.324,
        "p_int_mw": 0.5636,
        "seqPwrFrac": 0.505,
        "power.total_mw": 0.6975,
    },
    "setup_path": {
        "slowest_stage": "sky130_fd_sc_hd__dfxtp_2",
        "critical_path_class": "reg2out",
        "startpoint_of_the_worst_register_to_register_path": "q[0]$_SDFFE_PP0P_",
        "critical_path.max_stage_delay_ns": 0.33,
        "regToRegEndpoint": "q[0]$_SDFFE_PP0P_",
        "crit_required_ns": 0.80,
        "critPathLaunchType": "flip-flop",
        "worst_r2r_path_depth": 3,
        "logic_depth_of_the_worst_setup_path_including_buffers": 1,
        "critical_path.top_delay_family": "flip-flops",
        "setup_slack_reg_to_reg_ns": 0.25,
        "worstPathCellList": "clkdlybuf4s15_1",
        "crit_arrival_ns": 0.74,
        "endpoint_kind": "output port",
        "worstSetupEndpoint": "BusMuxIn[1]",
        "critical_path.n_buffers_inverters": 1,
        "timing.critical_path.fanout_max": 2,
        "worstSetupStartpoint": "q[1]$_SDFFE_PP0P_",
    },
    "cells_and_area": {
        "area_delta_synth_final_pct": 101.3,
        "non_filler_instance_count_after_layout": 93,
        "logic_area_sq_um": 113.9,
        "area.sequential_sq_um": 170.2,
        "registers.top_by_ff_count": "q",
        "postLayoutCellArea_sq_um": 574.3,
        "drive_above_1_share": 0.2979,
        "reg_top3": "q (8)",
        "largest_reg_flops": 8,
        "fillCellCount": 383,
    },
    "global_routing": {
        "grt_use_total": 0.02599,
        "antenna_found_initial": 0,
        "grt_first_pass_wirelength_mm": 1.324,
        "via_count_of_the_first_global_routing_pass": 295,
        "overflow": 0,
        "grt_start_max_net_pins": 9,
    },
    "clocking": {
        "tritoncts_clock_tree": "done",
        "cts.reportedPaths.clkPinSlew_ns": 0.05,
        "clock_sink_count": 8,
        "htree_num_levels": 1,
        "clock.latency.late_pin_ns": 0.24,
        "numCtsBuffers": 3,
        "cts.hold.buffers_added": 0,
        "clk_path_buf_depth": 2,
        "clk_root_buffer_cell": "sky130_fd_sc_hd__clkbuf_4",
    },
    "yosys": {
        "postSynthCellCount": 26,
        "ys.warnings.count": 1,
        "synth_cell_type_count": 5,
        "synth_stat.cells": 26,
        "ys_ff": 8,
        "netlist_area_sq_um": 285.3,
        "syn_avg_cell_area_sq_um": 10.97,
        "yosys_area_sq_um": 285.3,
        "proportion_of_synthesized_chip_area_in_sequential_cells": 0.5614,
    },
    "routing": {
        "post_drt_wl_per_cell_um": 9.290,
        "vias": 248,
        "drt_wl_total_um": 864,
        "insertedDiodeCount": 0,
        "ant_nets": 0,
        "first_pass_detailed_route_iteration_total": 2,
        "drt-vias-per-instance": 2.667,
        "route.detailed.drc": 0,
        "drt-initial-drc-count": 6,
    },
    "final_timing": {
        "worstMarginPinSlew_ns": 0.3032,
        "finalHoldViolCount": 0,
        "achievable-frequency_mhz": 1067,
        "timing.final.ws_setup_ns": 0.06310,
        "timing.final.setup_violations": 0,
        "worst_hold_slack_ns": 0.4162,
        "max-slew-margin-rel": 0.7972,
        "final-max-slew-violation-count": 0,
        "post-route-period-util": 0.9369,
        "unrepaired_setup_endpoints_after_global_routing": "no",
        "skew_ns": 0,
        "final_period_minus_worst_setup_slack_ns": 0.9369,
    },
    "place": {
        "gp_congestion": 0.6635,
        "post-place-cells": 89,
        "numPortBuffers": 18,
        "dpl_worst_slack_ns": -0.2181,
        "dpl-instance-area_sq_um": 528.0,
    },
    "floorplan": {
        "floorplanUtilization": 0.08352,
        "die_height_um": 80,
        "die-width_um": 80,
        "fp-row-count": 21,
        "io_pins": 19,
        "core_area_sq_um": 3416,
        "chipArea_sq_um": 6400,
    },
    "flow_run": {
        "openroad_warning_count": 25,
        "max_capacitance_violation_total": 0,
    },
    "worst_hold_path": {
        "whs_path_depth": 4,
        "worst_hold_class": "in2reg",
    },
    "outcome": {
        "status": "finished, final reports clean",
    },
}
## worst register-to-register path: stages (launching register included)
cell and delay, ns:
sky130_fd_sc_hd__dfxtp_2 0.31, sky130_fd_sc_hd__buf_4 0.12, sky130_fd_sc_hd__mux2i_2 0.14, sky130_fd_sc_hd__nor2_1 0.05
## worst min-delay path by stage
| stage | startpoint | endpoint | slack, ns |
|---|---|---|---|
| 4_1_cts | q[0]$_SDFFE_PP0P_ | q[0]$_SDFFE_PP0P_ | 0.49 |
| 5_1_grt | enable | q[5]$_SDFFE_PP0P_ | 0.44 |
| 6_report | enable | q[5]$_SDFFE_PP0P_ | 0.42 |
## timing repair
action / 4_1_cts / 5_1_grt
gates resized: 22 / 4
buffers inserted: 0 / 1
endpoints found under the hold margin: 0 / 0
setup endpoints to repair: 8 / 7
## layout make-up
type | count | share of cell area
clock buffer | 3 | 0.03922
multi-input combinational | 16 | 0.1983
sequential | 8 | 0.2963
tap | 46 | 0.1002
timing repair buffer | 20 | 0.3660
## metal layers
layer / vias to the layer above / global-route usage / routed length [um]
met5: - / 0 / 0
met4: 0 / 0.007042 / 5
met3: 2 / 0.01136 / 35
met2: 2 / 0.05538 / 567
met1: 117 / 0.01940 / 255
li1: 127 / - / -
## placed cells by master (no fill, tap or decap), drive strengths merged
cell type      count
buf                2
dfxtp              8
mux2i              8
clkbuf             3
clkdlybuf4s50      9
clkdlybuf4s15      8
dlymetal6s2s       1
nor2               8
## stage by stage
step	TNS, ns	util
after floorplan	0	-
after global placement	-1.613	0.1546
after detailed placement	-1.658	0.1546
after CTS	0	0.1634
after global routing	0	0.1681
final	0	0.1681
## power groups by stage
stage	registers, mW	clock network (mW)	logic [mW]
finish	0.352	0.226	0.119
global route	0.354	0.259	0.129
CTS	0.353	0.240	0.115
## cells by family (layout without fill, tap and decap cells)
logic type,Yosys count,in the layout,synth area share
buffers and inverters,2,23,0.05262
DFF,8,8,0.5614
muxes,8,8,0.2807
and+or+nand+nor,8,8,0.1053
## cell usage after synthesis (all sizes together)
master  number  area share
mux2i        8        0.28
dfxtp        8        0.56
buf          2       0.053
nor2         8        0.11
Power is estimated from default activity; no workload was simulated.
